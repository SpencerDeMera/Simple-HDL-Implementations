### ./run.sh
#!/bin/bash
# OpenROAD 26Q1-2900-gdf79404cd8, Yosys 0.63+post, stock flow scripts
make -C /OpenROAD-flow-scripts/flow DESIGN_CONFIG=/design/flow/config.mk WORK_HOME=/design/flow/orfs finish
### ./config.mk
export PLATFORM = sky130hd
export DESIGN_NAME = FourDigit_BCD_7Seg
export DESIGN_NICKNAME = FourDigit_BCD_7Seg
export VERILOG_FILES = /design/flow/design.v
export SDC_FILE = /design/flow/constraint.sdc
export NUM_CORES = 4
export LEC_CHECK = 1
export CORE_UTILIZATION = 30
### ./constraint.sdc
current_design FourDigit_BCD_7Seg

set clk_period 3.7
set clk_io_pct 0.2

create_clock -name clk0 -period $clk_period [get_ports {clk}]

set non_clock_inputs [all_inputs -no_clocks]
set_input_delay [expr $clk_period * $clk_io_pct] -clock clk0 $non_clock_inputs
set_output_delay [expr $clk_period * $clk_io_pct] -clock clk0 [all_outputs]
### ./design.v
module FourDigit_BCD_7Seg #(
    parameter integer CLK_FREQ = 100_000_000  
)(
    input  wire clk,
    input  wire reset_n,
    output wire [6:0] seg,   
    output wire [7:0] an     
);
    reg [26:0] count_1hz;    
    reg [16:0] count_refresh;  
    wire en_1hz;
    wire en_refresh;
    always @(posedge clk) begin
        if (!reset_n) begin
            count_1hz <= 0;
            count_refresh <= 0;
        end else begin
            if (count_1hz == CLK_FREQ - 1) count_1hz <= 0;
            else count_1hz <= count_1hz + 1;
            if (count_refresh == (CLK_FREQ / 1000) - 1) count_refresh <= 0;
            else count_refresh <= count_refresh + 1;
        end
    end
    assign en_1hz = (count_1hz == CLK_FREQ - 1);
    assign en_refresh = (count_refresh == (CLK_FREQ / 1000) - 1);
    reg [3:0] digit0, digit1, digit2, digit3;
    always @(posedge clk) begin
        if (!reset_n) begin
            {digit3, digit2, digit1, digit0} <= 16'h0000;
        end else if (en_1hz) begin
            if (digit0 < 9) digit0 <= digit0 + 1;
            else begin
                digit0 <= 0;
                if (digit1 < 9) digit1 <= digit1 + 1;
                else begin
                    digit1 <= 0;
                    if (digit2 < 9) digit2 <= digit2 + 1;
                    else begin
                        digit2 <= 0;
                        if (digit3 < 9) digit3 <= digit3 + 1;
                        else digit3 <= 0;
                    end
                end
            end
        end
    end
    reg [1:0] display_state;
    reg [3:0] mux_digit;
    reg [7:0] anode_mask;
    always @(posedge clk) begin
        if (!reset_n) begin
            display_state <= 0;
        end else if (en_refresh) begin
            display_state <= display_state + 1;
        end
    end
    always @(*) begin
        case (display_state)
            2'b00: begin mux_digit = digit0; anode_mask = 8'b11111110; end  
            2'b01: begin mux_digit = digit1; anode_mask = 8'b11111101; end  
            2'b10: begin mux_digit = digit2; anode_mask = 8'b11111011; end  
            2'b11: begin mux_digit = digit3; anode_mask = 8'b11110111; end  
            default: begin mux_digit = 4'h0; anode_mask = 8'b11111111; end
        endcase
    end
    assign an = anode_mask;
    reg [6:0] seg_data;
    always @(*) begin
        case (mux_digit)
            4'd0: seg_data = 7'b1000000;
            4'd1: seg_data = 7'b1111001;
            4'd2: seg_data = 7'b0100100;
            4'd3: seg_data = 7'b0110000;
            4'd4: seg_data = 7'b0011001;
            4'd5: seg_data = 7'b0010010;
            4'd6: seg_data = 7'b0000010;
            4'd7: seg_data = 7'b1111000;
            4'd8: seg_data = 7'b0000000;
            4'd9: seg_data = 7'b0010000;
            default: seg_data = 7'b1111111;
        endcase
    end
    assign seg = seg_data;
endmodule
==> results.cfg <==
; implementation run metrics
[cts]
clk_pin_slew_ps = 70
htreeDepth = 3
cts_tree = yes
cts_root_buf = clkbuf_8
clock_path_buffers = 2
cts_sinks = 62
cts_made_buffers = 9
insertion_delay_ps = 340

[synthesis]
yosys_area_um2 = 3239
ys_sh_adder_pct = 6.566
postSynthSeqShare_pct = 38.32
yosysWarningCount = 1
synthTopCellsByArea = dfxtp_1 (38%), nor2_1 (6.7%), ha_1 (6.6%)
synth-edff-count = 0
synth.logic.top_family = simple AND/OR/NAND/NOR gates
mux_area_share_pct = 3.438
ys_ff = 62
synthCells = 376
ys_types = 51
syn_area_um2 = 3239
yosys.area.top_type_share_pct = 38.32
async_reset_ff_share_pct = 0
ys_sh_simple_pct = 27.58
synth.avg_cell_area_um2 = 8.615
synth_stat.cells = 376
ys_sh_aoi_pct = 7.995
ys_sh_xor_pct = 11.09
synth_top_cell_by_area = dfxtp_1
synth-main-ff-cell = dfxtp_1

[sta]
fin_crit_ps = 3436
setup_ws_ps = 264.2
hold_viol_final = 0
finalSetupViolCount = 0
timing.fmax_ghz = 0.2911
rsz0062_at_grt = false
max_slew_margin_pct = 49.47
drv_slew = 0
fin_tns_setup_ps = 0
tightest_slew_ps = 750.0
skew_ps = 9.810
finalClockPeriodUsage_pct = 92.86

[final_layout]
layout_top_cell = dfxtp_1
final_util_pct = 35.53
final_cell_mix = dfxtp_1 (62), nor2_1 (57), inv_1 (26)
fin_cells = 535
syn_to_final_growth_pct = 14.25
drive_gt1_share_pct = 7.519

[placed_design]
place_ws_ps = 561.8
gp_congestion = 0.8495
dp.cells = 520
dp_hpwl_mm = 4.171
portBuffers = 12

[worst_setup_path]
critPathArrivalTime_ps = 2700
end_kind = output port
crit_top_cell = mux2i_1
cp_top_family = buffers and inverters
cp.buffers_inverters = 2
cp_slowest_stage_delay_ps = 440
critical-path-slowest-cell = clkdlybuf4s50_1
critPathMaxFanout = 5
worstSetupStartpointType = flop
path_cells = inv_1 -> ha_1 -> a222oi_1 -> mux2i_1 -> nor2_2 -> mux2i_1 -> a21o_1 -> clkdlybuf4s50_1
rr_worst_depth = 6
worstSetupPathType = reg2out
crit_cells = 8
cp.required_ps = 2960

[floorplanning]
die_x_um = 105.9
fp-row-count = 37
fp_util_pct = 31.10
die_h_um = 105.9
dieArea_um2 = 11220
pin_count = 17
core_region_area_um2 = 10420

[power]
total_power_uw = 1236
power_density_nw_per_um2 = 334.1
power_leakage_uw = 0.001312
ir_drop_v = 0.0001471

[grt]
grt_pass1_wl_mm = 10.61
grt-ovfl-total = 0
antenna_found_initial = 0
grt_pass1_vias = 2360
gr-usage-all-layers_pct = 11.46
grt_max_degree = 27

[route]
vias = 2524
routed_wirelength_mm = 5.882
ant_nets = 0
wire_per_inst_um = 10.99
insertedDiodeCount = 0
viasPerCell = 4.718
firstDrtPassIters = 4
drtIter0Drc = 127
route.detailed.drc = 0

[hold_path]
min_delay_path_depth = 1
hold_class = reg2reg

[job]
drv_cap = 0
tool_warnings = 34

[run_status]
status = finished clean
## worst paths after layout
path                            slack [ps]        startpoint      endpoint
worst max register to register        1270      count_1hz[0]     digit3[2]
worst min-delay path                   470      count_1hz[0]  count_1hz[0]
worst max-delay path                   260  display_state[1]        seg[0]
worst min register to register         470      count_1hz[0]  count_1hz[0]
## layer usage
metal | wire length (um) | GRT usage (%) | vias up
met5 | 0 | 0 | -
met4 | 155 | 2.282 | 0
met3 | 178 | 1.563 | 13
met2 | 2477 | 17.41 | 33
met1 | 3070 | 17.76 | 1144
li1 | - | - | 1334
## synthesized netlist by cell type, drive strengths merged (6+ instances only)
cell type	n
and4	6
clkbuf	6
dfxtp	62
ha	17
inv	27
mux2i	10
nand2	25
nand3	22
nand4	15
nor2	58
nor3	8
nor4	7
o21ai	13
xnor2	20
xor2	21
## where the power goes
part | switching (uW) | internal [uW]
clock network | 243 | 290
registers | 5.27 | 673
logic | 15.8 | 9.37
## worst register-to-register path: cells and delay by family, from the launching register on
kind,cells,cell delay [ps]
DFF,1,360
and+or+nand+nor,4,1510
AOI/OAI and AO/OA,1,260
adders and majority gates,1,200
## stage by stage
step	hold WS (ps)	cell area [um^2]
2_1_floorplan	429.5	3251
3_3_place_gp	446.8	3513
3_5_place_dp	452.3	3513
4_1_cts	466.1	3687
5_1_grt	512.4	3701
6_report	465.2	3701
## area by class of cell
cell class,instances,area (um^2)
clock inverters,1,5.005
repair buffers,17,157.7
well taps,136,170.2
flip-flops and latches,62,1241
multi-input cells,279,1857
fillers,1065,6715
clock buffers,13,168.9
inverters,27,101.3
## kinds of logic (layout without fill, tap and decap cells)
family	count (synthesis)	in the layout
XOR/XNOR	41	41
AND-OR/OR-AND	37	37
flip-flops	62	62
AND/OR/NAND/NOR	169	169
adder cells (fa/ha/maj)	17	17
multiplexers	11	11
buffers and inverters	38	58
other	1	4
## registers in the layout, indices dropped and copies added (netlist names)
| register | flops |
|---|---|
| count_1hz | 27 |
| digit1 | 4 |
| digit2 | 4 |
| digit0 | 4 |
| count_refresh | 17 |
| digit3 | 4 |
| display_state | 2 |
## what timing repair did
item | in CTS | in global routing
endpoints found under the setup margin | 0 | 2
hold buffers | 0 | 0
gates resized | 0 | 2
setup buffers | 0 | 1
Power is estimated from default activity; no workload was simulated.
