### ./run.sh
#!/bin/bash
# OpenROAD 26Q1-2900-gdf79404cd8, Yosys 0.63+post, stock flow scripts
make -C /OpenROAD-flow-scripts/flow DESIGN_CONFIG=/design/flow/config.mk WORK_HOME=/design/flow/orfs finish
### ./config.mk
export PLATFORM = sky130hd
export DESIGN_NAME = BCD_7Seg
export DESIGN_NICKNAME = BCD_7Seg
export VERILOG_FILES = /design/flow/design.v
export SDC_FILE = /design/flow/constraint.sdc
export NUM_CORES = 4
export LEC_CHECK = 1
export CORE_AREA = 10 10 105 105
export DIE_AREA = 0 0 115 115
### ./constraint.sdc
current_design BCD_7Seg

set clk_period 4.2
set clk_io_pct 0.2

create_clock -name clk0 -period $clk_period [get_ports {clk}]

set non_clock_inputs [all_inputs -no_clocks]
set_input_delay [expr $clk_period * $clk_io_pct] -clock clk0 $non_clock_inputs
set_output_delay [expr $clk_period * $clk_io_pct] -clock clk0 [all_outputs]
### ./design.v
module BCD_7Seg #(
    parameter integer CLK_FREQ = 100_000_000
)(
    input  wire clk,
    input  wire reset_n,
    output wire [6:0] seg,   
    output wire [7:0] an     
);
    reg [$clog2(CLK_FREQ)-1:0] count_reg;
    wire en_1hz;
    always @(posedge clk) begin
        if (!reset_n) 
            count_reg <= 0;
        else if (count_reg == CLK_FREQ - 1)
            count_reg <= 0;
        else
            count_reg <= count_reg + 1'b1;
    end
    assign en_1hz = (count_reg == CLK_FREQ - 1);
    reg [3:0] bcd_digit;
    always @(posedge clk) begin
        if (!reset_n) begin
            bcd_digit <= 4'd0;
        end else if (en_1hz) begin
            if (bcd_digit == 4'd9)
                bcd_digit <= 4'd0;
            else
                bcd_digit <= bcd_digit + 1'b1;
        end
    end
    reg [6:0] seg_data;
    always @(*) begin
        case (bcd_digit)
            4'd0: seg_data = 7'b1000000;
            4'd1: seg_data = 7'b1111001;
            4'd2: seg_data = 7'b0100100;
            4'd3: seg_data = 7'b0110000;
            4'd4: seg_data = 7'b0011001;
            4'd5: seg_data = 7'b0010010;
            4'd6: seg_data = 7'b0000010;
            4'd7: seg_data = 7'b1111000;
            4'd8: seg_data = 7'b0000000;
            4'd9: seg_data = 7'b0010000;
            default: seg_data = 7'b1111111;  
        endcase
    end
    assign seg = seg_data;
    assign an = 8'b11111110; 
endmodule
==> results.ini <==
[routing]
diodes = 0
drt_pass1_iterations = 4
remaining_drc_errors = 0
vias = 1358
avgViaCountPerCell = 4.14
drt_iter0_markers = 70
drtAntennaViolNets = 0
wl_per_cell_um = 9.58
finalWirelength_um = 3140

[logic_synthesis]
area_leaders = dfxtp_1, nor2_1, xor2_1
async_reset_ff_share_pct = 0
yosysWarnings = 1
avgSynthCellArea_sq_um = 8.85
synth-edff-count = 0
synth_area_sq_um = 1840
largest_area_cell = dfxtp_1
ys_area_sq_um = 1840
syn_inst = 208
synth.distinct_cells = 36
yosysTopAreaCellShare_pct = 41.3
synth_seq_share_pct = 41.3
dominantRegCellSynth = dfxtp_1
ys_cells = 208
ys_seq_elements = 38

[sta]
clock_skew_ns = 0.00304
hold_violations = 0
fin_crit_sh_pct = 57.3
setup-tns-final_ns = 0
finalSetupViolCount = 0
rsz0062_at_grt = false
slew_violations = 0
timing.fmax_ghz = 0.416
period_needed_ns = 2.41

[setup_path]
critPathArrivalTime_ns = 2.59
worstPathRequired_ns = 4.38
end_kind = register
r2r_start = count_reg[0]
crit_top_cell = ha_1
critical_path.max_fanout = 6
path_cells = ha_1 -> nand3_1 -> nor3_1 -> nand2_1 -> mux2i_1 -> ha_1 -> and3_1 -> o22ai_1 -> a31o_2
startpoint = count_reg[0]
path_class = register to register
cpMaxStageDelayCell = dfxtp_1
crit_path_max_incr_delay_ns = 0.37
crit_path_start_kind = register

[cts]
cts_resized = 0
clockRootBuffer = clkbuf_8
insertion_delay_ns = 0.29
post_cts_buffers = 0
htree_levels = 2
clk_pin_slew_ns = 0.07
cts_buffers = 5
cts_tree = built
ctsHoldBuffers = 0
clockBufferDepth = 2
clkSinkCount = 38

[global_route]
gr-usage-met1_pct = 7.02
grt_pass1_vias = 1237
grtUsageTotal_pct = 4.89
grt_pass1_wl_um = 5480
met2_usage_pct = 6.83
antenna_found_initial = 0
grt_start_max_net_pins = 27
met3_usage_pct = 2.06
overflow = 0
busiest_layer = met1

[pwr]
switching_share_pct = 20.8
design_power_total_uw = 607
irDropWorstVdd_uv = 107
leakagePower_nw = 0.789
pwr-share-clk_pct = 37.8
seqPwrFrac_pct = 60.2
power.internal_uw = 481
p_per_area_nw_per_um2 = 289
pwr-share-comb_pct = 2.0
power.switching_uw = 126

[placed_design]
gp_congestion = 0.789
post-dp-hpwl_um = 2250
io_buffers = 8

[die]
fp-utilization_pct = 21.0
core_sq_um = 8760
die_area_sq_um = 13200
ioPinCount = 17
die_w_um = 115
die_h_um = 115
num_rows = 34

[hold_path]
hold_start = count_reg[0]
hp-class = register to register

[finish]
final_layout_size_suffix_gt1_share_pct = 7.27
largest_register_ffs = 27
area_growth_pct = 14.0

[flow_run]
cap_violations = 0
log.warning_count = 30

[status]
status = finished, final reports clean

==> cell usage after synthesis (2+ instances only) <==
library cell,instances
o22ai_1,3
mux2i_1,5
nor2_1,36
xnor2_1,11
ha_1,8
clkbuf_1,3
nor3_1,4
xor2_1,14
and3_1,5
buf_4,8
nand3b_1,2
conb_1,2
nand4_1,7
and2_1,2
nor4_1,2
nand2_1,11
and4_1,3
nand3_1,12
dfxtp_1,38
inv_1,10
a21oi_1,7
==> worst paths after layout <==
kind                                     end  slack, ns  depth (start not counted)
worst max-delay path                  seg[4]       1.79                          9
worst min register to register  count_reg[0]       0.46                          1
worst max register to register        seg[4]       1.79                          9
worst min-delay path            count_reg[0]       0.46                          1
==> metrics by stage <==
| step | hold WS (ns) | worst slack [ns] | cells | cell area (sq um) | util, % |
|---|---|---|---|---|---|
| after global placement | 0.443 | 1.59 | 321 | 2020 | 23.1 |
| after floorplan | 0.430 | 1.95 | 214 | 1860 | - |
| after detailed placement | 0.454 | 1.54 | 321 | 2020 | 23.1 |
| final | 0.462 | 1.79 | 328 | 2100 | 23.9 |
| after CTS | 0.469 | 1.77 | 328 | 2100 | 23.9 |
| after global routing | 0.492 | 1.50 | 328 | 2100 | 23.9 |
==> cell usage in the layout, fill, tap and decap left out, drive strengths merged, types with 8 or more instances in the layout <==
master / netlist / layout
dfxtp: 38 / 38
conb: 2 / 8
inv: 10 / 10
ha: 8 / 8
xor2: 14 / 14
nand2: 11 / 11
xnor2: 11 / 11
nand3: 12 / 12
nand4: 8 / 8
nor2: 36 / 36
clkdlybuf4s50: 0 / 8
==> logic make-up (layout without fill, tap and decap cells) <==
kind of cell             count (synthesis)  count (layout)  share of synthesized area (%)
AND/OR/NAND/NOR                         91              91                           25.5
adder cells (fa/ha/maj)                  8               8                           5.44
XOR/XNOR                                25              25                           11.9
multiplexers                             5               5                           2.72
buffers and inverters                   22              28                           6.39
AND-OR/OR-AND                           17              17                           6.32
other                                    2               8                          0.408
flip-flops                              38              38                           41.3
==> metal layers <==
layer / up-vias / share of wire (%)
met4: 0 / 0.70
met5: - / 0
met1: 617 / 53
li1: 718 / -
met3: 3 / 6.8
met2: 20 / 39
==> final cells by class <==
class	count	area, sq um
multi-input cells	154	985
fillers	926	6670
flip-flops and latches	38	761
inverters	11	46.3
well taps	108	135
clock buffers	7	76.3
repair buffers	10	95.1
==> power groups by stage <==
stage         logic [mW]  clock network, mW  registers [mW]
CTS               0.0124              0.236           0.365
global route      0.0143              0.258           0.365
finish            0.0122              0.230           0.365
==> worst max-delay path: cells and delay by family (launching register included) <==
| family | cells | cell delay [ns] |
|---|---|---|
| simple gates | 4 | 0.80 |
| fa+ha+maj | 2 | 0.47 |
| flops | 1 | 0.37 |
| mux | 1 | 0.37 |
| compound gates | 2 | 0.30 |
Power is estimated from default activity; no workload was simulated.
