==> design.v <==
module led_blink_1hz_enGen #(
    parameter integer CLK_FREQ = 100_000_000
)(
    input  wire clk,         
    input  wire reset_n,     
    output reg  led          
);
    reg [$clog2(CLK_FREQ)-1:0] count_reg;
    wire en_1hz;
    always @(posedge clk) begin
        if (!reset_n) 
            count_reg <= 0;
        else if (count_reg == CLK_FREQ - 1)
            count_reg <= 0;
        else
            count_reg <= count_reg + 1'b1;
    end
    assign en_1hz = (count_reg == CLK_FREQ - 1);
    always @(posedge clk) begin
        if (!reset_n)
            led <= 0;
        else if (en_1hz)
            led <= ~led;
    end
endmodule
==> run.sh <==
#!/bin/bash
# OpenROAD 26Q1-2900-gdf79404cd8, Yosys 0.63+post, stock flow scripts
make -C /OpenROAD-flow-scripts/flow DESIGN_CONFIG=/design/flow/config.mk WORK_HOME=/design/flow/orfs finish
==> config.mk <==
export PLATFORM = sky130hd
export DESIGN_NAME = led_blink_1hz_enGen
export DESIGN_NICKNAME = led_blink_1hz_enGen
export VERILOG_FILES = /design/flow/design.v
export SDC_FILE = /design/flow/constraint.sdc
export NUM_CORES = 4
export LEC_CHECK = 1
export CORE_AREA = 10 10 99 99
export DIE_AREA = 0 0 109 109
==> constraint.sdc <==
current_design led_blink_1hz_enGen

set clk_period 5.8
set clk_io_pct 0.2

create_clock -name clk0 -period $clk_period [get_ports {clk}]

set non_clock_inputs [all_inputs -no_clocks]
set_input_delay [expr $clk_period * $clk_io_pct] -clock clk0 $non_clock_inputs
set_output_delay [expr $clk_period * $clk_io_pct] -clock clk0 [all_outputs]
==> reports/metrics.yaml <==
status:
  status: "complete, no violations"
yosys:
  synthCells: 153
  ys_top_cells_by_area: "dfxtp_1 41%, nand4_1 4.6%, nor2_1 3.9%"
  yosys.area.top_type: "dfxtp_1"
  synth_adder_area_share_pct: 0.917
  xor_share_pct: 7.06
  ys_cells: 153
  syn-cell-area_mm2: 0.00136
  ys.flops: 28
  compound_area_share_pct: 17.2
  mux_area_share_pct: 0
  top_cell_area_share_pct: 41.1
  yosysUniqueCellTypes: 36
  yosys_warnings: 1
  simple_gate_share_pct: 30.6
  synth.comb.largest_family: "simple AND/OR/NAND/NOR gates"
  yosysChipArea_mm2: 0.00136
  postSynthSeqShare_pct: 41.1
  postSynthAreaPerCell_um2: 8.91
sta:
  setup_tns_ns: 0
  finalMaxSlewViolations: 0
  fin_skew_ns: 0.00676
  fmax_mhz: 414
  setup_viol_count_final: 0
  worst_pin_slew_ns: 0.775
  slew_headroom_pct: 48.4
  fin_crit_sh_pct: 41.7
  rsz0062_at_grt: "no"
  setup_ws_ns: 3.38
  period_needed_ns: 2.42
  hold_violations: 0
  worst_hold_slack_ns: 0.477
die:
  ios: 3
  dieArea_mm2: 0.0119
  rows: 32
  initial_core_util_pct: 17.6
  die_w_um: 109
  fp.dieH_um: 109
  core_mm2: 0.00773
global_route:
  antenna_found_initial: 0
  grt_max_degree: 19
  grt_pass1_wl_um: 4570
  grt_pass1_vias: 1019
  overflow: 0
  grtUsageTotal_pct: 4.32
power_and_ir_drop:
  p_sw_mw: 0.0681
  ir_worst_vdd_v: 0.0000906
  combPwrFrac_pct: 2.6
  p_int_mw: 0.259
  leakage_nw: 0.433
  power.share.clock_pct: 37.0
  power_frac_seq_pct: 60.3
  power_density_mw_per_mm2: 212
  switching_share_pct: 20.8
cells_and_area:
  drive_above_1_share_pct: 9.68
  fillers: 835
  postLayoutCellArea_mm2: 0.00154
  fin_util_pct: 20.0
  area_growth_pct: 13.1
  largest_register_ffs: 27
worst_setup_path:
  critPathMaxFanout: 18
  crit_chain: "ha_1 > nand3_1 > or2_2 > o31ai_4 > o21ba_2"
  r2r_slack_ns: 3.38
  slowest_stage: "o31ai_4"
  crit_required_ns: 5.98
  crit_type: "register to register"
  end_kind: "register"
  worst_ep_arrival_time_ns: 2.60
  worstSetupStartpointType: "register"
  slowest_delay_ns: 0.74
clock_tree:
  cts.sinks: 28
  hold_buffers: 0
  root_buffer: "clkbuf_8"
  cts_setup_buffers: 0
  tritoncts: "yes"
  cts_resized: 0
  cts_buffer_depth: 2
  htreeDepth: 1
  numCtsBuffers: 3
  clkTransAtPathRegs_ns: 0.10
  clock_latency_ns: 0.27
hold_path:
  hold_path_class: "register to register"
detailed_routing:
  vias_per_cell: 4.42
  wire_per_inst_um: 9.99
  drc: 0
  vias: 1135
  drtIter0Drc: 30
  ant_nets: 0
  antenna_cells: 0
  dr.pass1.iters: 4
  postRouteWirelength_um: 2570
placed_design:
  place_hpwl_um: 1790
  numPortBuffers: 2
  place_congestion: 0.777
  pre_cts_ws_ns: 3.37
  place_area_mm2: 0.00149
run:
  drv_cap: 0
  warnings: 25
power groups by stage:
stage     sequential, mW  combinational, mW  clock (mW)
6_report           0.197            0.00862       0.121
5_1_grt            0.198            0.00976       0.131
4_1_cts            0.197            0.00885       0.125
critical path, delay by kind of cell (launching register included):
kind	cells	cell delay, ns
flops	1	0.39
simple gates	2	0.75
compound gates	2	0.99
fa+ha+maj	1	0.20
synthesized netlist by cell type:
library cell / count
nand4_4: 1
or4_1: 6
and4_1: 3
o31ai_1: 6
inv_1: 5
a21oi_2: 1
nor4_1: 5
o31ai_4: 1
nand3_1: 4
or4_4: 2
clkbuf_1: 2
xnor2_1: 6
nor4b_1: 1
or3_1: 5
a31oi_1: 2
or2_2: 2
o31a_2: 1
o211ai_1: 2
ha_1: 1
o21ba_2: 2
o21bai_1: 1
dfxtp_1: 28
o21a_1: 2
nor2_1: 14
nand3b_1: 1
a21oi_1: 9
o21ai_0: 5
or3_2: 1
buf_6: 1
nor3_1: 4
nand2_1: 11
o211a_1: 1
xor2_1: 5
and3_1: 1
buf_2: 1
nand4_1: 10
layout make-up:
| class | instances | area, µm² | share of cell area [%] |
|---|---|---|---|
| clock buffer | 4 | 55.1 | 3.57 |
| inverter | 5 | 18.8 | 1.22 |
| multi-input combinational | 116 | 761 | 49.3 |
| sequential | 28 | 561 | 36.3 |
| tap | 102 | 128 | 8.27 |
| timing repair buffer | 2 | 20.0 | 1.30 |
placed cells by master (no fill, tap or decap), types with 2 or more instances in the layout:
master,instances
dfxtp_1,28
nor2_1,14
nand2_1,11
o211ai_1,2
o21ai_0,5
xnor2_1,6
or2_2,2
nand3_1,4
clkdlybuf4s50_1,2
or3_1,5
a21oi_1,9
clkbuf_8,4
and4_1,3
o31ai_1,6
nor3_1,4
xor2_1,5
inv_1,5
nand4_1,10
or4_1,6
nor4_1,5
a31oi_1,2
or4_4,2
o21a_1,2
o21ba_2,2
worst paths after layout:
path | startpoint | end | cells past startpoint
worst max-delay path | count_reg[0]$_SDFF_PP0_ | count_reg[23]$_SDFF_PP0_ | 5
worst max register to register | count_reg[0]$_SDFF_PP0_ | count_reg[23]$_SDFF_PP0_ | 5
worst min register to register | count_reg[0]$_SDFF_PP0_ | count_reg[0]$_SDFF_PP0_ | 1
worst min-delay path | count_reg[0]$_SDFF_PP0_ | count_reg[0]$_SDFF_PP0_ | 1
logic make-up (layout without fill, tap and decap cells):
| family | count (synthesis) | after routing |
|---|---|---|
| buf+inv | 9 | 11 |
| simple gates | 71 | 71 |
| compound gates | 33 | 33 |
| xor+xnor | 11 | 11 |
| fa+ha+maj | 1 | 1 |
| flops | 28 | 28 |
metrics by stage:
step	total power, mW	cells
3_3_place_gp	0.210	253
2_1_floorplan	0.208	153
6_report	0.327	257
3_5_place_dp	0.211	253
4_1_cts	0.331	257
5_1_grt	0.339	257
metal layers:
metal | up-vias | GRT usage, % | share of wire (%)
met3 | 2 | 0.179 | 1.8
met5 | - | 0 | 0
li1 | 583 | - | -
met2 | 12 | 6.73 | 45
met4 | 0 | 0.659 | 0.23
met1 | 538 | 6.59 | 53
Power and IR drop assume default switching activity.
